==> /design/flow/design.v <==
 module ADDER_TREE#(parameter DATA_IN_WIDTH = 8,DATA_OUT_WIDTH = 16)
							(clk,rst_n,ena,data_in1,data_in2,data_out,done,	pipe
							);
 input clk,rst_n,ena;
 input [DATA_IN_WIDTH - 1:0] data_in1,data_in2;
 output [DATA_OUT_WIDTH:0] data_out;
 output done;
 reg signed done;
 reg signed [DATA_OUT_WIDTH:0] data_out;
output [6:0] pipe;
reg signed [6:0] pipe;
wire data_in2_b0,data_in2_b1,data_in2_b2,data_in2_b3,data_in2_b4,data_in2_b5,data_in2_b6,data_in2_b7;
wire [DATA_IN_WIDTH - 1:0] M_wire0,M_wire1,M_wire2,M_wire3,M_wire4,M_wire5,M_wire6,M_wire7;
reg signed  [DATA_IN_WIDTH - 1:0] M_reg0,M_reg1,M_reg2,M_reg3,M_reg4,M_reg5,M_reg6,M_reg7;
reg signed  [DATA_IN_WIDTH:0] M_reg_ls1_0,M_reg_ls1_1,M_reg_ls1_2,M_reg_ls1_3,M_reg_ls1_4,M_reg_ls1_5,M_reg_ls1_6,M_reg_ls1_7;
reg signed  [DATA_IN_WIDTH + 1:0] Adder_reg1_0,Adder_reg1_1,Adder_reg1_2,Adder_reg1_3;
reg signed  [DATA_IN_WIDTH + 3:0] Adder_reg1_ls2_0,Adder_reg1_ls2_1,Adder_reg1_ls2_2,Adder_reg1_ls2_3,Adder_reg2_0,Adder_reg2_1;
reg signed  [DATA_IN_WIDTH + DATA_IN_WIDTH - 1:0] Adder_reg2_ls4_0,Adder_reg2_ls4_1;
reg signed  [DATA_IN_WIDTH + DATA_IN_WIDTH - 1:0] Adder_reg3_1;
assign data_in2_b0 = data_in2[0];
assign data_in2_b1 = data_in2[1];
assign data_in2_b2 = data_in2[2];
assign data_in2_b3 = data_in2[3];
assign data_in2_b4 = data_in2[4];
assign data_in2_b5 = data_in2[5];
assign data_in2_b6 = data_in2[6];
assign data_in2_b7 = data_in2[7];
assign M_wire0 = data_in2_b0 ? data_in1 : 0;
assign M_wire1 = data_in2_b1 ? data_in1 : 0;
assign M_wire2 = data_in2_b2 ? data_in1 : 0;
assign M_wire3 = data_in2_b3 ? data_in1 : 0;
assign M_wire4 = data_in2_b4 ? data_in1 : 0;
assign M_wire5 = data_in2_b5 ? data_in1 : 0;
assign M_wire6 = data_in2_b6 ? data_in1 : 0;
assign M_wire7 = data_in2_b7 ? data_in1 : 0;
always @(posedge clk or negedge rst_n)
  begin
    if(!rst_n)
	   begin
		   M_reg0 <= 0;
			M_reg1 <= 0;
			M_reg2 <= 0;
			M_reg3 <= 0;
			M_reg4 <= 0;
			M_reg5 <= 0;
			M_reg6 <= 0;
			M_reg7 <= 0;
			pipe[0] <= 0;
		end
	 else
	   begin
		  if(ena)
		    begin
			   M_reg0 <= M_wire0;
				M_reg1 <= M_wire1;
				M_reg2 <= M_wire2;
				M_reg3 <= M_wire3;
				M_reg4 <= M_wire4;
				M_reg5 <= M_wire5;
				M_reg6 <= M_wire6;
				M_reg7 <= M_wire7;
				pipe[0] <= 1;
			 end
		end
  end
always @(posedge clk or negedge rst_n)
  begin
    if(!rst_n)
	   begin
		   M_reg_ls1_0 <= 0;
			M_reg_ls1_1 <= 0;
			M_reg_ls1_2 <= 0;
			M_reg_ls1_3 <= 0;
			M_reg_ls1_4 <= 0;
			M_reg_ls1_5 <= 0;
			M_reg_ls1_6 <= 0;
			M_reg_ls1_7 <= 0;
			pipe[1] <= 0;
		end
	 else
	   begin
		  if(pipe[0])
		    begin
			   M_reg_ls1_0 <= M_reg0;
				M_reg_ls1_1 <= {M_reg1[7:0],1'b0};
				M_reg_ls1_2 <= M_reg2;
				M_reg_ls1_3 <= {M_reg3[7:0],1'b0};
				M_reg_ls1_4 <= M_reg4;
				M_reg_ls1_5 <= {M_reg5[7:0],1'b0};
				M_reg_ls1_6 <= M_reg6;
				M_reg_ls1_7 <= {M_reg7[7:0],1'b0};
				pipe[1] <= 1;
			 end
		end
  end
always @(posedge clk or negedge rst_n)
  begin
    if(!rst_n)
	   begin
		   Adder_reg1_0 <= 0;
			Adder_reg1_1 <= 0;
			Adder_reg1_2 <= 0;
			Adder_reg1_3 <= 0;
			pipe[2] <= 0;
		end
	 else
	   begin
		  if(pipe[1])
		    begin
			   Adder_reg1_0 <= M_reg_ls1_0 + M_reg_ls1_1;
				Adder_reg1_1 <= M_reg_ls1_2 + M_reg_ls1_3;
				Adder_reg1_2 <= M_reg_ls1_4 + M_reg_ls1_5;
				Adder_reg1_3 <= M_reg_ls1_6 + M_reg_ls1_7;
				pipe[2] <= 1;
			 end
		end
  end
always @(posedge clk or negedge rst_n)
  begin
    if(!rst_n)
	   begin
		   Adder_reg1_ls2_0 <= 0;
			Adder_reg1_ls2_1 <= 0;
			Adder_reg1_ls2_2 <= 0;
			Adder_reg1_ls2_3 <= 0;
			pipe[3] <= 0;
		end
	 else
	   begin
		  if(pipe[2])
		    begin
			   Adder_reg1_ls2_0 <= Adder_reg1_0;
				Adder_reg1_ls2_1 <= {Adder_reg1_1[9:0],2'b0};
				Adder_reg1_ls2_2 <= Adder_reg1_2;
				Adder_reg1_ls2_3 <= {Adder_reg1_3[9:0],2'b0};
				pipe[3] <= 1;
			 end
		end
  end
 always @(posedge clk or negedge rst_n)
  begin
    if(!rst_n)
	   begin
		   Adder_reg2_0 <= 0;
			Adder_reg2_1 <= 0;
			pipe[4] <= 0;
		end
	 else
	   begin
		  if(pipe[3])
		    begin
			   Adder_reg2_0 <= Adder_reg1_ls2_0 + Adder_reg1_ls2_1;
				Adder_reg2_1 <= Adder_reg1_ls2_2 + Adder_reg1_ls2_3;
				pipe[4] <= 1;
			 end
		end
  end
  always @(posedge clk or negedge rst_n)
  begin
    if(!rst_n)
	   begin
		   Adder_reg2_ls4_0 <= 0;
		   Adder_reg2_ls4_1 <= 0;
			pipe[5] <= 0;
		end
	 else
	   begin
		  if(pipe[4])
		    begin
				Adder_reg2_ls4_0 <= Adder_reg2_0;
				Adder_reg2_ls4_1 <= {Adder_reg2_1[11:0],4'b0};
				pipe[5] <= 1;
			 end
		end
  end
 always @(posedge clk or negedge rst_n)
  begin
    if(!rst_n)
	   begin
		   Adder_reg3_1 <= 0;
			pipe[6] <= 0;
		end
	 else
	   begin
		  if(pipe[5])
		    begin
			   Adder_reg3_1 <= Adder_reg2_ls4_0 + Adder_reg2_ls4_1;
				pipe[6] <= 1;
			 end
		end
  end
always @(posedge clk or negedge rst_n)
  begin
    if(!rst_n)
	   begin
		  data_out <= 0;
		  done <= 0; 
		end
	 else
	   begin
		  if(pipe[6])
		    begin
			  data_out <= Adder_reg3_1;
			  done <= 1'b1;
			 end
		end
  end
 endmodule 
==> /design/flow/run.sh <==
#!/bin/bash
# OpenROAD 26Q1-2900-gdf79404cd8, Yosys 0.63+post, stock flow scripts
make -C /OpenROAD-flow-scripts/flow DESIGN_CONFIG=/design/flow/config.mk WORK_HOME=/design/flow/orfs finish
==> /design/flow/config.mk <==
export PLATFORM = sky130hd
export DESIGN_NAME = ADDER_TREE
export DESIGN_NICKNAME = ADDER_TREE
export VERILOG_FILES = /design/flow/design.v
export SDC_FILE = /design/flow/constraint.sdc
export NUM_CORES = 4
export LEC_CHECK = 1
export CORE_UTILIZATION = 30
==> /design/flow/constraint.sdc <==
current_design ADDER_TREE

set clk_period 3.3
set clk_io_pct 0.2

create_clock -name clk0 -period $clk_period [get_ports {clk}]

set non_clock_inputs [all_inputs -no_clocks]
set_input_delay [expr $clk_period * $clk_io_pct] -clock clk0 $non_clock_inputs
set_output_delay [expr $clk_period * $clk_io_pct] -clock clk0 [all_outputs]
==> Changelog: implementation <==
### Physical design

* HPWL Detailed at around 16,000 microns
* Power density normalized to cell area at around 700 nW/um^2
* Fraction of layout instances using a drive strength above 1 at 0.238
* Hold-fix buffer count after cts at 0
* Synth Flop Type: dfrtp_1
* Highest clock frequency the design can meet at around 390 MHz
* Leading cell type in the layout, fill and taps excluded: dfrtp_1
* DR iter-0 viols at 420
* Crit end category: output pin
* Count of flip-flops with a built-in enable after synthesis at 0
* Clock latency (worst-skew pair) at 0.59 ns
* Post-place instance area at between 10,000 and 15,000 sq um
* Fin crit period at between 2 and 3 ns
* Number of placement rows at 77
* Commonest non-fill, non-tap cells in the layout: 293 x dfrtp_1, 187 x mux2_2, 99 x o21ai_0, 78 x inv_1, 67 x nand3_1
* Summed standard-cell area reported by yosys at between 10,000 and 15,000 sq um
* Total number of warnings across the stage logs at 25
* Cell breakdown of the critical path: clkdlybuf4s50_1
* Deepest clock path buffer count at 3
* Critical path startpoint category: flop
* CTS H-Tree Depth at 1
* Endpoint required time on the critical path at around 2.6 ns
* Total number of clock tree sinks at 296
* Number of remaining DRC errors at 0
* Setup repair after global routing missed its margin: no
* CTS tree: built
* Setup TNS at 0 ns
* Clock Skews at 0.0491 ns
* Mean instance size in the synthesized netlist at 12.0 sq um
* Post-CTS setup buffer count at 0
* Outcome: complete, no violations
* Global-route wire length before repair at about 43,000 microns
* Final period util at 0.781
* Top-level port count at 44
* Fin. Hold Viols at 0
* Distinct cell type count of the synthesized netlist at 50
* Buffers & Inverters on Critical Path at 1
* Crit-path max FO at 19
* CTS clk-pin slew, worst paths at 0.06 ns
* Remaining number of nets flagged by the antenna check after routing at 0
* Critical path class: reg -> out
* Horiz. Die Dim at roughly 210 microns
* Core utilization of the finished layout at 0.351
* Filler Cells Inserted at 4,340
* Cell count in the Yosys report at approximately 1,100
* Number of max-slew violations in the final report at 0
* Overall chip area at 45,900 sq um
* Floorplan core density at 0.305
* Routed wire per std cell at 14.0 microns
* GRT Total Usage at 0.116
* Relative slew slack at 0.536
* Largest stage delay on the critical path at 0.79 ns
* Cell class contributing the biggest share of worst-path delay: flip-flops
* Mapped Cells at 1,124
* Crit-path slowest cell: dfrtp_1
* Root buffer cell: clkbuf_16
* Share of synthesized registers carrying an async set or reset at 1.00
* Static leakage at 7.02 nW
* Vias per Instance at roughly 4.6
* Total of warnings raised by yosys at 1
* Num CTS Buffers at 30
* Iteration count of the initial detailed-routing pass at 4
* Final number of setup-violating endpoints at 0
* Path class of the lowest-slack min-delay path: in -> async
* Total global routing overflow at 0
* Post-route standard cell area excluding fillers at 15,600 sq um
* PortBufs at approximately 43
* Area of the mapped netlist at 13,500 sq um
* Synth flops at 296
* Number of maximum-capacitance violations at 0
* Die y size at ~210 microns
* Vias in the first global route at 8,028
* Area growth, synth to finish at 15.1%
* Highest ir drop seen on vdd at roughly 390 uV
* Total via count after detailed routing at between 8,000 and 9,000
* Aggregate routed wire length at 24,800 microns
* Core area at 44,300 sq um
* Number of diodes added for antenna fixing at 0
* Arrival time of data at the critical path endpoint at 1.92 ns
* Largest net degree at the start of global routing at about 92
* Resized cells post-CTS at 0
* Initial antenna violation count at 0
* Least-Margin Pin Slew at 0.695 ns
* Share of the yosys chip area belonging to registers at 0.548
* GP Congestion at 0.808
-- worst reg2reg max path: stages, from the launching register on --
cell and delay (ns):
dfrtp_1 0.38, ha_1 0.24, fa_1 0.41, a21oi_1 0.18
o21ai_0 0.15, o21ai_0 0.16, or3b_1 0.35, a31o_2 0.23
-- path summary, 6_finish.rpt --
path | slack, ns | cells past startpoint | to | start
worst max register to register | 1.10 | 7 | Adder_reg1_1[7] | M_reg_ls1_2[1]
worst min register to register | 0.47 | 1 | done | done
worst max-delay path | 0.72 | 1 | pipe[6] | pipe[6]
min in group clk0 | 0.47 | 1 | done | done
worst min-delay path | 0.02 | 1 | M_reg_ls1_7[4] | rst_n
max in group asynchronous | 2.34 | 2 | data_out[10] | rst_n
-- Yosys cell counts, drive strengths merged, types with 2 or more instances --
cell,number,area share
nand3b,3,0.0017
o221ai,2,0.0022
buf,22,0.0077
xor2,8,0.0052
o31a,2,0.0013
dfrtp,296,0.55
o21bai,2,0.0017
o31ai,9,0.0054
or2,8,0.0037
or3b,3,0.0019
o21ai,103,0.038
o311ai,2,0.0013
nor2b,13,0.0060
nand2b,4,0.0019
a211oi,14,0.0093
or4,2,0.0011
ha,61,0.056
nand4b,2,0.0013
inv,78,0.022
nand2,27,0.0075
a31oi,9,0.0046
nor3b,4,0.0022
fa,7,0.010
clkbuf,38,0.011
or3,3,0.0014
mux2,188,0.16
nand3,67,0.025
a31o,4,0.0026
nor3,10,0.0037
o21a,6,0.0033
a21o,16,0.0089
xnor2,24,0.016
a21oi,39,0.015
nor2,39,0.011
o211ai,4,0.0026
-- cell families (layout without fill, tap and decap cells) --
group,Yosys count,after routing,share of synthesized area
muxes,188,188,0.157
buffers and inverters,138,187,0.0399
adders and majority gates,68,68,0.0668
DFF,296,296,0.548
and+or+nand+nor,186,186,0.0685
xor gates and xnor gates,32,32,0.0207
AOI/OAI and AO/OA,216,216,0.0994
-- metal layers --
| layer | up-vias | track usage | part of all wire |
|---|---|---|---|
| met3 | 35 | 0.0264 | 0.052 |
| met1 | 3921 | 0.200 | 0.54 |
| met2 | 135 | 0.154 | 0.39 |
| met5 | - | 0 | 0 |
| met4 | 0 | 0.0186 | 0.018 |
| li1 | 4031 | - | - |
-- area by class of cell --
| type | instances | area (sq um) | share of cell area |
|---|---|---|---|
| Clock buffer | 45 | 887 | 0.0570 |
| Clock inverter | 10 | 104 | 0.00667 |
| Inverter | 78 | 293 | 0.0188 |
| Multi-Input combinational cell | 690 | 5570 | 0.358 |
| Sequential cell | 296 | 7410 | 0.476 |
| Tap cell | 592 | 741 | 0.0476 |
| Timing Repair Buffer | 54 | 553 | 0.0355 |
-- through the flow --
step	worst slack, ns	std cells	power, mW	hold slack [ns]
after floorplan	1.23	1124	6.78	0.364
after global placement	1.13	1710	7.57	0.452
after detailed placement	1.12	1710	7.61	0.453
after CTS	0.668	1765	11.0	0.0262
after global routing	0.574	1765	11.6	0.0347
final	0.723	1765	10.9	0.0217
-- sequential cells by signal, summed over array words and instances (netlist names), 12 cells and up --
name              flops
Adder_reg2_1         12
Adder_reg2_ls4_1     12
Adder_reg3_1         16
data_out             16
Adder_reg2_0         12
Adder_reg2_ls4_0     12
-- report_power, final --
| part | switching [mW] | total (mW) | leakage (nW) | internal, mW |
|---|---|---|---|---|
| sequential | 0.445 | 4.83 | 3.68 | 4.39 |
| clock | 1.40 | 3.34 | 0.493 | 1.94 |
| combinational | 1.25 | 2.70 | 2.85 | 1.45 |
| total | 3.09 | 10.9 | 7.02 | 7.78 |
No activity file was given, so power comes from the tool's default toggle rates.
